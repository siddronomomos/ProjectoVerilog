--- flow/run.sh ---
#!/bin/bash
# OpenROAD 26Q1-2900-gdf79404cd8, Yosys 0.63+post, stock flow scripts
make -C /OpenROAD-flow-scripts/flow DESIGN_CONFIG=/design/flow/config.mk WORK_HOME=/design/flow/orfs finish
--- flow/config.mk ---
export PLATFORM = sky130hd
export DESIGN_NAME = ALU
export DESIGN_NICKNAME = ALU
export VERILOG_FILES = /design/flow/design.v
export SDC_FILE = /design/flow/constraint.sdc
export NUM_CORES = 4
export LEC_CHECK = 1
export CORE_UTILIZATION = 50
--- flow/constraint.sdc ---
current_design ALU

set clk_period 14.8
set clk_io_pct 0.2

create_clock -name clk0 -period $clk_period

set non_clock_inputs [all_inputs -no_clocks]
set_input_delay [expr $clk_period * $clk_io_pct] -clock clk0 $non_clock_inputs
set_output_delay [expr $clk_period * $clk_io_pct] -clock clk0 [all_outputs]
--- flow/design.v ---
module ALU(
	input wire[31:0]op1,
	input wire[31:0]op2,
	input wire[2:0]sel,
	output reg[31:0]res,
	output ZF
);
	reg [31:0]ALU_Resultados;
	wire [8:0]tmp;
	assign res = ALU_Resultados;
	assign tmp = {1'b0,op1} + {1'b0,op2};
	assign ZF = tmp[8];
always@(*)
	begin
	case(sel)
	   3'b010:  
	      ALU_Resultados = op1 & op2;
	   3'b011:  
	      ALU_Resultados = op1 | op2;
	   3'b000:  
	      ALU_Resultados = op1 + op2;
	   3'b001:  
	      ALU_Resultados = op1 - op2;
	   3'b101:  
	      ALU_Resultados = (op1 < op2) ? 1 : 0;
	   3'b100:  
	      ALU_Resultados = ~(op1 | op2);
	   default: 
		  ALU_Resultados = 32'dx;  
	endcase
end
endmodule
==> reports/results.tsv <==
metric	value	unit
# clk buffers	0	
DIE AREA	11510	um2
diode count	0	
maximum fanout along the worst path	4	
register area	0	um2
Cell Pwr Density	39.77	nW/um2
largest net degree at the start of global routing	58	
Fillers	1030	
Synth Instances	835	
HP Class	in -> out	
worst slew pin tran	819.5	ps
dpl hpwl	14.07	mm
fin. max-slew vios	0	
std cell rows	38	
Routed wire per std cell	18.17	um
Synth Cell Area	5543	um2
Log Warnings	103	
Highest Clock Rate	0.1014	GHz
initial antenna violation count	0	
overall routed net length	18.79	mm
CP Launch Type	input port	
IO buf count	100	
die height	107.3	um
antenna-violating nets left	0	
# IOs	100	
syn_area_per_cell	6.638	um2
Vias	6549	
TNS Setup	0	ps
Yosys top cell by instances	ha_1	
yosys synthesis chip area	5543	um2
Final Util	0.6063	
Worst Path Required	11840	ps
Synth area leader	ha_1	
Synth Seq Share	0	
Power Total	261.4	uW
Comb area	4959	um2
First DRT Iteration DRCs	510	
Crit. End Element	output pin	
Final setup viols	0	
crit path from	op2[0]	
Die Wd	107.3	um
Worst Min Path Start	sel[1]	
Arrival @ worst endpoint	6900	ps
routability cong.	1.015	
Cell variety after synth	85	
Post-CTS Setup Inserts	0	
Final min period	9859	ps
total core area	10840	um2
WS Path Type	in -> out	
FP Core Util	0.5113	
registers	0	
slew margin rel.	0.4517	
DR pass1 iterations	5	
Vias/cell	6.334	
share of post-route cells with drive strength above 1	0.04586	
MaxCap Viol Count	0	
status	completed	
post_cts resized	0	
first-pass GRT wire length	29.56	mm
grt total ovfl	0	
hold violation count in the final report	0	
Ys Warns	2	
Yosys Instances	835	
Syn-to-layout area delta	18.58	%
top post-synthesis cells by count	102 x ha_1, 95 x inv_1, 85 x a21oi_1	
vias in the first global route	5745	
Pleak	0.002956	uW
cycle use final	0.6661	
DR DRC count	0	
RSZ-0062 raised after global routing	no	
Dominant cell area share	0.2302	
Min Hold Slack	6996	ps
Max VDD drop	0.00001930	V
total track usage	0.3267	
# hold bufs at CTS	0	
Top cells by area	ha_1 23%, a21oi_1 7.7%, inv_1 6.4%	
[worst max-delay path, stage by stage]
cell             delay, ps
clkdlybuf4s50_1        540
ha_1                   250
inv_1                   70
fa_1                   410
and2b_1                240
o2111ai_1              190
a31oi_2                300
a21boi_2               130
o31ai_2                360
a41o_1                 370
a21oi_1                130
a22o_1                 220
a221o_1                330
clkdlybuf4s50_1        410
[metrics by stage]
stage                     area (um2)  setup WS (ps)  instances
after floorplan                 5543           6484        835
after global placement          6573           5114       1034
after detailed placement        6573           5051       1034
after CTS                       6573           5021       1034
after global routing            6573           4831       1034
final                           6573           4941       1034
[placed cells by master, fill, tap and decap left out, drive strengths merged, types with 10 or more instances in the layout]
cell type and count:
a211oi 14, a21o 16, a21oi 86, a221o 10
a221oi 12, a22oi 16, a31oi 10, buf 11
clkdlybuf4s50 99, ha 102, inv 98, nand2 52
nor2 80, nor3 25, o21ai 64, o21bai 14
o221ai 11, o22ai 18, o31ai 10, xnor2 23
[where the power goes]
part / internal (uW) / switching (uW)
combinational: 118 / 143
sequential: 0 / 0
clock: 0 / 0
total: 118 / 143
[area by class of cell]
type | count | area share
Inverter | 98 | 0.05597
Multi-Input combinational cell | 686 | 0.7544
Tap cell | 140 | 0.02665
Timing Repair Buffer | 110 | 0.1630
[kinds of logic (layout without fill, tap and decap cells)]
| kind of cell | count (synthesis) | after routing | share of synthesized area |
|---|---|---|---|
| simple gates | 210 | 210 | 0.1763 |
| mux | 2 | 2 | 0.003612 |
| fa+ha+maj | 104 | 104 | 0.2375 |
| compound gates | 344 | 344 | 0.4361 |
| xor+xnor | 26 | 26 | 0.04108 |
| buf+inv | 149 | 208 | 0.1054 |
[final timing paths]
check             depth (start not counted)       to
hold / removal                            5  res[21]
setup / recovery                         14  res[26]
[per-layer routing]
metal	wire, um	up-vias	GRT usage
met5	0	-	0
met4	369	0	0.05479
met3	1780	31	0.04136
met2	8190	339	0.5194
met1	8451	3001	0.4771
li1	-	3178	-
Power figures rest on the tool's default switching activity, not on a simulated workload.
