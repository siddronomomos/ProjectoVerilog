`/design/flow/run.sh`:
```
#!/bin/bash
# OpenROAD 26Q1-2900-gdf79404cd8, Yosys 0.63+post, stock flow scripts
make -C /OpenROAD-flow-scripts/flow DESIGN_CONFIG=/design/flow/config.mk WORK_HOME=/design/flow/orfs finish
```
`/design/flow/config.mk`:
```
export PLATFORM = sky130hd
export DESIGN_NAME = Mux
export DESIGN_NICKNAME = Mux
export VERILOG_FILES = /design/flow/design.v
export SDC_FILE = /design/flow/constraint.sdc
export NUM_CORES = 4
export LEC_CHECK = 1
export CORE_AREA = 10 10 70 70
export DIE_AREA = 0 0 80 80
```
`/design/flow/constraint.sdc`:
```
current_design Mux

set clk_period 1.0
set clk_io_pct 0.2

create_clock -name clk0 -period $clk_period

set non_clock_inputs [all_inputs -no_clocks]
set_input_delay [expr $clk_period * $clk_io_pct] -clock clk0 $non_clock_inputs
set_output_delay [expr $clk_period * $clk_io_pct] -clock clk0 [all_outputs]
```
`/design/flow/design.v`:
```
module Mux(
	input wire[31:0]OP1,
	input wire[31:0]OP2,
	input wire selM,
	output reg[31:0]res
);
always @* begin
    if (selM == 1'b0) 
        res= OP1;  
    else                
        res = OP2; 
end
endmodule
```
==> out/qor.yml <==
status: "complete, but fails checks"
violations: "negative setup slack"
peakVddDrop_uv: 173
viasPerCell: 3.80
die_w_um: 80
final.min_clock_period_ns: 1.18
relSlewSlack_pct: 95.9
rsz0062_at_grt: "true"
detail_route.wl_per_cell_um: 14.8
holdPathEnd: "res[24]"
ys_cells: 36
antenna_found_initial: 0
max_cap_violations: 0
crit_chain: "buf_12, buf_12, buf_8, mux2_4, buf_6"
fin_util_pct: 49.7
timing.final.ws_setup_ns: -0.175
clock_buffers: 0
remaining_drc_errors: 0
seqCellArea_um2: 0
coreArea_um2: 3420
drt_wl_total_mm: 2.85
track_usage_pct: 7.87
first_pass_iters: 2
port_buffers: 97
grt_max_degree: 8
core_util_floorplan_pct: 15.9
logic_area_um2: 480
area_delta_synth_final_pct: 212
crit_arrival_ns: 0.98
overflow: 0
warning_count: 34
required_ns: 0.80
die_h_um: 80
critPathMostFrequentCell: "buf_12"
boundaryPins: 97
hold_path.class: "input port to output port"
holdBufCountCts: 0
crit_buf_inv: 4
finalMaxSlewViolations: 0
place_congestion: 0.760
critPathKind: "input port to output port"
grt_pass1_wl_mm: 4.15
p_per_area_nw_per_um2: 389
hp-start: "OP1[24]"
finalHoldViolCount: 0
cp_slowest_cell: "mux2_4"
synthesis.area_um2: 544
diodes: 0
cp-start-kind: "input port"
cp_max_fo: 7
die_area_um2: 6400
layout-drive-gt1-share_pct: 56.2
slowest_delay_ns: 0.30
path_delay_family: "buffers and inverters"
num-fill-cells: 327
first_iter_violations: 4
vias: 730
ant_nets: 0
setup_viol: 32
synth_cell_types: 4
worst_slew_pin_slew_ns: 0.0611
finalCritPeriodShare_pct: 118
power_uw: 660
yosysSeqAreaShare_pct: 0
yosys_warnings: 1
leakage_uw: 0.000990
flops: 0
postSynthAreaPerCell_um2: 15.1
synth_cells: 36
grt_pass1_vias: 824
max_freq_mhz: 851
dp_hpwl_mm: 2.40
rows: 21
min_path_cells: 3
yosys_area_um2: 544
cp-end-kind: "output port"
## stage by stage
stage	instance area [µm²]	setup slack, ns	hold slack (ns)	TNS [ns]	instances
5_1_grt	1700	-0.194	0.714	-5.62	192
4_1_cts	1610	-0.178	0.800	-5.20	192
6_report	1700	-0.175	0.694	-5.03	192
3_5_place_dp	1540	-0.497	1.33	-15.27	177
2_1_floorplan	544	0.0669	0.498	0	36
3_3_place_gp	1540	-0.492	1.33	-15.25	177
## routing by layer
metal  GRT usage, %  vias to the layer above  share of wire, %
met5              0                        -                 0
met4              0                        0                 0
met3           3.07                        0                11
met2           14.3                       51                49
met1           8.97                      317                40
li1               -                      362                 -
## layout make-up
cell class	count	share of cell area (%)
timing repair buffer	114	68.3
multi-input combinational	32	28.3
tap	46	3.39
## timing repair
item | in CTS | in global routing
cloned | 1 | 0
gates resized | 170 | 23
endpoints found under the setup margin | 32 | 32
buffers inserted | 14 | 0
## report_power, final
group	internal (µW)	total, µW	switching [µW]
clock	0	0	0
combinational	519	660	141
sequential	0	0	0
total	519	660	141
## cells in the mapped netlist
master	count	share of area [%]
buf_12	3	11
buf_6	1	2.1
mux2_2	2	4.1
mux2_4	30	83
## how the worst max path moves through the flow
| stage | from | endpoint | slack (ns) | depth (start not counted) |
|---|---|---|---|---|
| CTS | selM | res[0] | -0.18 | 5 |
| global route | selM | res[31] | -0.19 | 5 |
| finish | selM | res[31] | -0.18 | 5 |
## layout by cell type (no fill, tap or decap)
master,n
buf_12,3
mux2_4,32
buf_16,1
buf_8,3
dlygate4sd2_1,40
buf_4,2
dlymetal6s2s_1,14
buf_6,29
buf_2,12
clkdlybuf4s50_1,10
## kinds of logic after synthesis
group,share of synthesized area [%]
buffers and inverters,13.1
multiplexers,86.9
