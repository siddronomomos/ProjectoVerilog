[design/flow/config.mk]
export PLATFORM = sky130hd
export DESIGN_NAME = Add
export DESIGN_NICKNAME = Add
export VERILOG_FILES = /design/flow/design.v
export SDC_FILE = /design/flow/constraint.sdc
export NUM_CORES = 4
export LEC_CHECK = 1
export CORE_AREA = 10 10 85 85
export DIE_AREA = 0 0 95 95
[design/flow/constraint.sdc]
current_design Add

set clk_period 18.1
set clk_io_pct 0.2

create_clock -name clk0 -period $clk_period

set non_clock_inputs [all_inputs -no_clocks]
set_input_delay [expr $clk_period * $clk_io_pct] -clock clk0 $non_clock_inputs
set_output_delay [expr $clk_period * $clk_io_pct] -clock clk0 [all_outputs]
[design/flow/design.v]
module Add (
    input [31:0] in_address,
    input [31:0] sumador,
    output reg [31:0] out_address
);
always@(*)
    begin
        out_address = in_address + sumador;
    end
endmodule
[design/flow/run.sh]
#!/bin/bash
# OpenROAD 26Q1-2900-gdf79404cd8, Yosys 0.63+post, stock flow scripts
make -C /OpenROAD-flow-scripts/flow DESIGN_CONFIG=/design/flow/config.mk WORK_HOME=/design/flow/orfs finish
==> reports/metrics.yaml <==
die:
  fp-row-count: 27
  core_area_sq_um: 5473
  die_area_sq_um: 9025
  io_pins: 96
  die_w_um: 95
  fp_util_pct: 31.87
  die_h_um: 95
cells_and_area:
  clockBufferCount: 0
  seq_area_sq_um: 0
  syn2layout_area_growth_pct: 57.75
  flops: 0
  instances_no_fill: 398
  drive_above_1_share_pct: 3.067
critical_path:
  startpoint: "in_address[0]"
  cp-end-kind: "output port"
  startpoint_type: "input port"
  worstSetupPathType: "in -> out"
  crit_required_ns: 14.48
  critical_path.endpoint: "out_address[26]"
  crit_fanout: 4
  cp_data_arrival_time_ns: 6.56
power:
  peakVddDrop_v: 0.00002001
  p_comb_share_pct: 100.0
  seqPwrFrac_pct: 0
  power.internal_mw: 0.06425
  p_switching_mw: 0.04223
  switching_share_pct: 39.66
  clkPwrFrac_pct: 0
  p_leak_nw: 1.176
  powerDensity_nw_per_um2: 38.70
sta:
  report.final.slew_viol_count: 0
  fmax_mhz: 98.25
  setup_violations: 0
  finalHoldViolCount: 0
  tightest_slew_ns: 0.5262
  slew_headroom_pct: 64.01
  setup_tns_ns: 0
  period_minus_slack_ns: 10.18
  rsz0062_at_grt: "no"
  post-route-period-util_pct: 56.23
drt:
  drt-initial-drc-count: 41
  ant_nets: 0
  wire_per_inst_um: 14.54
  dr_total_vias: 2088
  drt-total-wl_mm: 5.788
  firstDrtPassIters: 6
  viasPerCell: 5.246
  drc: 0
  n_antenna_cell: 0
synth:
  synth_chip_area_sq_um: 1744
  ys_cells: 241
  synth_dominant_cell_count: "ha_1"
  top_area_share_pct: 22.24
  yosysSeqAreaShare_pct: 0
  syn_inst: 241
  yosysWarnings: 1
  synthTopCellsByArea: "ha_1, a21oi_1, a21o_1, xor2_1, xnor2_1"
  yosysUniqueCellTypes: 50
  syn_area_per_cell_sq_um: 7.237
  synthesis.area_sq_um: 1744
  synthTopCellsByCount: "ha_1, a21oi_1, a21o_1, nand2_1, xor2_1"
  top_area_cell: "ha_1"
grt:
  antenna_found_initial: 0
  gr-total-overflow: 0
  grt_pass1_wl_mm: 9.335
  gr-usage-all-layers_pct: 12.11
  grt_max_degree: 11
  grt_pass1_vias: 2011
flow_run:
  cap_violations: 0
  openroad.warnings: 32
place:
  dp.cells: 398
  port_buffers: 96
  gp_congestion: 0.9132
  post-dp-hpwl_mm: 5.092
clock_network:
  postCtsHoldBufs: 0
  postCtsSetupBuffers: 0
  ctsResizeCount: 0
outcome:
  outcome: "complete, no violations"
min_path:
  hold_class: "in -> out"
-- cell families after synthesis --
group,Yosys count,share of synthesized area (%)
AND-OR/OR-AND,97,39.31
buffers and inverters,17,3.802
adder cells (fa/ha/maj),32,23.39
AND/OR/NAND/NOR,65,18.29
multiplexers,2,1.148
XOR/XNOR,28,14.06
-- metrics by stage --
step / instance area [sq um] / setup WS (ns) / hold WS, ns / power (mW) / util [%]
6_report: 2751 / 7.922 / 8.269 / 0.1065 / 50.27
4_1_cts: 2751 / 7.907 / 8.280 / 0.1082 / 50.27
2_1_floorplan: 1744 / 9.035 / 7.312 / 0.05132 / -
5_1_grt: 2751 / 7.661 / 8.312 / 0.1183 / 50.27
3_5_place_dp: 2751 / 7.914 / 8.286 / 0.1074 / 50.27
3_3_place_gp: 2751 / 7.945 / 8.284 / 0.1077 / 50.27
-- worst min-delay path by stage --
| stage | slack (ns) | depth (start not counted) | to | startpoint |
|---|---|---|---|---|
| after CTS | 8.28 | 3 | out_address[0] | sumador[0] |
| after global routing | 8.31 | 3 | out_address[0] | sumador[0] |
| final | 8.27 | 3 | out_address[0] | sumador[0] |
-- critical path: stages --
cell and delay [ns]:
clkdlybuf4s50_1 0.40, ha_1 0.24, fa_1 0.40, a21o_1 0.22, a31o_2 0.28, nand3_1 0.09
o221ai_1 0.23, a311oi_1 0.34, o21bai_1 0.11, xor2_1 0.13, clkdlybuf4s50_1 0.50
-- power groups by stage --
stage                 sequential [mW]  combinational, mW  clock [mW]
after CTS                           0              0.108           0
after global routing                0              0.118           0
final                               0              0.106           0
-- cell usage in the layout (no fill, tap or decap), types with 6 or more instances in the layout --
master / netlist / final
ha_1: 31 / 31
nand4_1: 8 / 8
inv_1: 6 / 6
a21oi_1: 29 / 29
o21ai_0: 13 / 13
xor2_1: 15 / 15
a21o_1: 19 / 19
nand3_1: 10 / 10
nor2_1: 12 / 12
clkdlybuf4s50_1: 0 / 96
xnor2_1: 13 / 13
nand2_1: 18 / 18
-- cell type report --
type | count | area, sq um
multi-input combinational | 224 | 1678
tap | 72 | 90.09
timing repair buffer | 96 | 960.9
inverter | 6 | 22.52
fill | 554 | 2721
-- per-layer routing --
metal	vias up	global-route usage, %	part of all wire (%)
li1	1103	-	-
met4	0	0.6234	0.54
met2	64	20.37	44
met3	4	2.163	7.1
met5	-	0	0
met1	917	16.53	48
No activity file was given, so power comes from the tool's default toggle rates.
